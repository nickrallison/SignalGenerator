===== /design/flow/design.v =====
module linterp 
    #(WIDTH=8, PRECISION=16) (
        input logic signed [WIDTH-1:0] i_high_signed,
        input logic signed [WIDTH-1:0] i_low_signed,
        input logic [PRECISION-1:0] i_ctrl,
        output logic signed [WIDTH+PRECISION-1:0] out   
    );
    logic signed [WIDTH:0] diff_temp;
    logic signed [WIDTH:0] diff;
    logic signed [WIDTH+PRECISION-1:0] inner;
    logic [WIDTH-1:0] res;
    logic [PRECISION-1:0] low_bits;
    logic sign;
    assign diff_temp = i_high_signed - i_low_signed;
    always_comb begin
        sign = diff_temp[WIDTH];
        if (sign) begin
            diff = i_low_signed - i_high_signed;
            inner = diff * i_ctrl;
            low_bits = inner[PRECISION-1:0];
            res = i_low_signed - inner[WIDTH+PRECISION-1:PRECISION];
        end else begin
            diff = i_high_signed - i_low_signed;
            inner = diff * i_ctrl;
            low_bits = inner[PRECISION-1:0];
            res = i_low_signed + inner[WIDTH+PRECISION-1:PRECISION];
        end
    end
    assign out = {res, low_bits};
endmodule

===== /design/flow/run.sh =====
#!/bin/bash
# OpenROAD 26Q1-2900-gdf79404cd8, Yosys 0.63+post, stock flow scripts
make -C /OpenROAD-flow-scripts/flow DESIGN_CONFIG=/design/flow/config.mk WORK_HOME=/design/flow/orfs finish

===== /design/flow/config.mk =====
export PLATFORM = sky130hd
export DESIGN_NAME = linterp
export DESIGN_NICKNAME = linterp
export VERILOG_FILES = /design/flow/design.v
export SDC_FILE = /design/flow/constraint.sdc
export NUM_CORES = 4
export LEC_CHECK = 1
export CORE_UTILIZATION = 50

===== /design/flow/constraint.sdc =====
current_design linterp

set clk_period 15.5
set clk_io_pct 0.2

create_clock -name clk0 -period $clk_period

set non_clock_inputs [all_inputs -no_clocks]
set_input_delay [expr $clk_period * $clk_io_pct] -clock clk0 $non_clock_inputs
set_output_delay [expr $clk_period * $clk_io_pct] -clock clk0 [all_outputs]

==> results.py <==
# Synthesis and PnR figures
metrics = {
    "status": {
        "status": "finished, final reports clean",
    },
    "yosys": {
        "syn_area_sq_mm": 0.00996,
        "synth-seq-area-share": 0,
        "yosysWarnings": 1,
        "ys_cells": 1191,
        "synthesis.instances": 1191,
        "ys_area_sq_mm": 0.00996,
        "synth_cell_type_count": 57,
        "syn_area_per_cell_sq_um": 8.36,
    },
    "global_route": {
        "grt_pass1_wl_um": 37600,
        "grt_max_degree": 29,
        "antenna_found_initial": 0,
        "overflow": 0,
        "grtUsageTotal": 0.254,
        "grt_pass1_vias": 7555,
    },
    "floorplan": {
        "die_area_sq_mm": 0.0205,
        "die.size.x_um": 143,
        "fp_util": 0.512,
        "fp.dieH_um": 143,
        "ios": 56,
        "core_sq_mm": 0.0195,
        "fp-row-count": 51,
    },
    "final_timing": {
        "worst_pin_slew_ps": 821,
        "slew_headroom": 0.452,
        "min_period_over_period": 0.951,
        "min_period_ps": 14750,
        "holdWs_ps": 7380,
        "report.final.slew_viol_count": 0,
        "fmax_ghz": 0.0678,
        "finalHoldViolations": 0,
        "rsz0062_at_grt": "false",
        "finalSetupViolCount": 0,
        "finalSetupTns_ps": 0,
    },
    "critical_path": {
        "crit_path_end_kind": "primary output",
        "crit_slowest_cell": "clkdlybuf4s50_1",
        "max_stage_delay_ps": 640,
        "critPathBufInv": 6,
        "path_class": "input pin to primary output",
        "start_kind": "input pin",
        "critPathTopFamily": "adder cells",
        "required_ps": 12400,
        "critPathMaxFanout": 26,
        "cp.arrival_ps": 11650,
    },
    "final_layout": {
        "layout.cells.most_common": "inv_1",
        "lay_top_cells": "inv_1 (266), fa_1 (199), nand2_1 (153), and2_1 (125), ha_1 (110)",
        "area_growth_pct": 8.42,
        "flops": 0,
        "clkbuf_count": 0,
        "seq_area_sq_um": 0,
        "n_fill_cell": 1843,
        "drive_gt1_frac": 0.0320,
    },
    "drt": {
        "ant_nets": 0,
        "drc_errors": 0,
        "drtPass1Iterations": 4,
        "viasPerCell": 5.11,
        "wire_per_inst_um": 15.3,
        "drt_iter0_markers": 246,
        "vias": 7594,
        "drt-total-wl_um": 22800,
        "antennaDiodeCount": 0,
    },
    "job": {
        "warnings": 40,
        "drv_cap": 0,
    },
    "place": {
        "place_congestion": 0.875,
        "io_buffers": 56,
        "dp_hpwl_um": 18800,
    },
    "clock_network": {
        "ctsHoldBuffers": 0,
        "postCtsSetupBuffers": 0,
        "post_cts_resized": 0,
    },
    "worst_hold_path": {
        "min_path_type": "input pin to primary output",
    },
}
==> logic make-up (layout without fill, tap and decap cells) <==
kind of cell | after synthesis | count (layout) | synth area share
AND-OR/OR-AND | 141 | 141 | 0.0966
multiplexers | 9 | 9 | 0.0101
XOR/XNOR | 61 | 61 | 0.0537
AND/OR/NAND/NOR | 361 | 361 | 0.183
adder cells (fa/ha/maj) | 309 | 309 | 0.538
buffers and inverters | 310 | 339 | 0.118
==> Yosys cell counts, types with 3 or more instances <==
| cell | number | share of area |
|---|---|---|
| inv_1 | 266 | 0.10 |
| fa_1 | 199 | 0.40 |
| nand2_1 | 153 | 0.058 |
| and2_1 | 125 | 0.079 |
| ha_1 | 110 | 0.14 |
| a21oi_1 | 42 | 0.021 |
| xnor2_1 | 40 | 0.035 |
| clkbuf_1 | 39 | 0.015 |
| nor2_1 | 26 | 0.0098 |
| o21ai_0 | 22 | 0.011 |
| xor2_1 | 21 | 0.018 |
| nand2b_1 | 20 | 0.013 |
| a21o_1 | 18 | 0.014 |
| o21bai_1 | 11 | 0.0083 |
| nand3_1 | 8 | 0.0040 |
| a31oi_1 | 6 | 0.0038 |
| nor2b_1 | 6 | 0.0038 |
| or3_1 | 6 | 0.0038 |
| o211ai_1 | 5 | 0.0038 |
| o21a_1 | 5 | 0.0038 |
| mux2_2 | 4 | 0.0045 |
| mux2i_1 | 4 | 0.0040 |
| nor3_1 | 4 | 0.0020 |
| o21ai_1 | 4 | 0.0020 |
| a21boi_0 | 3 | 0.0023 |
| nand3b_1 | 3 | 0.0023 |
| nand4_1 | 3 | 0.0019 |
| o31ai_1 | 3 | 0.0023 |
==> layer usage <==
metal / share of wire / vias to the layer above / global-route usage / routed length (um)
met5: 0 / - / 0 / 0
met4: 0.0065 / 0 / 0.0130 / 148
met3: 0.030 / 6 / 0.0277 / 682
met2: 0.53 / 119 / 0.458 / 12200
met1: 0.43 / 3807 / 0.356 / 9790
li1: - / 3662 / - / -
==> worst paths after layout <==
| kind | depth (start not counted) | end | start | slack, ps |
|---|---|---|---|---|
| worst min-delay path | 4 | out[23] | i_low_signed[7] | 7380 |
| worst max-delay path | 36 | out[23] | i_low_signed[1] | 750 |
==> tightest hold or removal path: cells and delay by family <==
family	cells	cell delay, ps
xor gates and xnor gates	2	280
buffers and inverters	2	900
==> stage by stage <==
step                instances  utilization  cell area, sq um  worst slack (ps)
floorplan                1191            -              9960              2260
detailed placement       1485        0.555             10800               749
CTS                      1485        0.555             10800               711
finish                   1485        0.555             10800               752
global placement         1485        0.555             10800               784
global route             1485        0.555             10800              67.1
==> cell type report <==
| cell class | instances | area, sq um | share of cell area |
|---|---|---|---|
| multi-input combinational | 881 | 8780 | 0.813 |
| inverter | 266 | 998 | 0.0925 |
| timing repair buffer | 73 | 688 | 0.0637 |
| tap | 265 | 332 | 0.0307 |
